**run.sh**
```bash
#!/bin/bash
# OpenROAD 26Q1-2900-gdf79404cd8, Yosys 0.63+post, stock flow scripts
make -C /OpenROAD-flow-scripts/flow DESIGN_CONFIG=/design/flow/config.mk WORK_HOME=/design/flow/orfs finish
```
**constraint.sdc**
```tcl
current_design DCBDP_RAM

set clk_period 4.4
set clk_io_pct 0.2

create_clock -name clk0 -period $clk_period [get_ports {clk_a}]
create_clock -name clk1 -period $clk_period [get_ports {clk_b}]

set non_clock_inputs [all_inputs -no_clocks]
set_input_delay [expr $clk_period * $clk_io_pct] -clock clk0 $non_clock_inputs
set_output_delay [expr $clk_period * $clk_io_pct] -clock clk0 [all_outputs]
```
**config.mk**
```make
export PLATFORM = sky130hd
export DESIGN_NAME = DCBDP_RAM
export DESIGN_NICKNAME = DCBDP_RAM
export VERILOG_FILES = /design/flow/design.v
export SDC_FILE = /design/flow/constraint.sdc
export NUM_CORES = 4
export LEC_CHECK = 1
export CORE_UTILIZATION = 30
```
**design.v**
```verilog
 module DCBDP_RAM #(
    parameter RAM_TYPE                  = "BRAM"    , 
    parameter DATA_W                    = 2        ,
    parameter RAM_DEPTH                 = 256        ,      
    parameter DEPTH_W                   = clogb2(RAM_DEPTH)-1,
    parameter LATENCY                   = "NORMAL",
    parameter INIT_FILE                 = "" 
) (
    input wire                          clk_a,
    input wire                          clk_b,
    input                               rst_b,
    input wire                          wea ,
    input wire                          reb ,
    input wire [DEPTH_W-1       :   0]  addra,
    input wire [DEPTH_W-1       :   0]  addrb,
    input wire [DATA_W-1        :   0]  dina,
    output     [DATA_W-1        :   0]  doutb
);
    localparam RAM_STYLE = (RAM_TYPE == "BRAM") ? "block" : 
                           (RAM_TYPE == "DRAM") ? "distributed" : "";
    (* ram_style = RAM_STYLE *) reg [DATA_W-1:0] MEM [RAM_DEPTH-1:0];
    reg      [DATA_W-1        :   0]  ram_data;
    always @(posedge clk_a) begin
        if (wea)
            MEM[addra] <= dina;
    end
    always @(posedge clk_b) begin
        if (reb)
            ram_data <= MEM[addrb];
    end
    generate
        if (LATENCY == "LOW_LATENCY") begin: no_output_register
        assign doutb = ram_data;
    end else begin: output_register
        reg [DATA_W-1:0] doutb_reg = {DATA_W{1'b0}};
        always @(posedge clk_b or posedge rst_b)
            if (rst_b)
                doutb_reg <= {DATA_W{1'b0}};
            else
                doutb_reg <= ram_data;
        assign doutb = doutb_reg;
    end
    endgenerate
    generate
        if (INIT_FILE != "") begin: use_init_file
        initial
            $readmemh(INIT_FILE, BRAM, 0, RAM_DEPTH-1);
        end else begin: init_bram_to_zero
            integer ram_index;
            initial
            for (ram_index = 0; ram_index < RAM_DEPTH; ram_index = ram_index + 1)
            MEM[ram_index] = {DATA_W{1'b0}};
        end
    endgenerate
    function integer clogb2;
    input integer depth;
      for (clogb2=0; depth>0; clogb2=clogb2+1)
        depth = depth >> 1;
  endfunction
endmodule
```
==> deck_impl_summary.md <==
Flow Results at a Glance

Floorplan
  • Starting density of the core: 0.303
  • Chip footprint: 73300 sq um
  • Floorplan core area: slightly above 70000 sq um
  • Die outline width: 271 microns
  • Y dimension of the die: 271 microns
  • Top-level I/O count: 25
  • Standard-cell row count: a little under 100

Global route
  • Total congestion overflow: 0
  • Pin count of the biggest net entering global routing: 156
  • Antenna violations before repair: 1
  • GRT Overall Usage: 0.148
  • Via count of the first global-routing pass: about 12000
  • First-pass GRT wire length: 75000 microns

Synth
  • Synthesized registers: slightly above 500
  • Compound-Gate Fraction of Synth Area: 0.0438
  • Simple-Gate Area Share: 0.0716
  • Synth Area per Inst: roughly 17 sq um
  • Multiplexer fraction of the synthesized cell area: 0.138
  • Dominant register cell in the synthesized netlist: edfxtp_1
  • YS chip area: ~22000 sq um
  • Number of flops mapped to enable cells by yosys: about 500
  • Synth cell types: about 46
  • Adder-cell area share of the yosys netlist: 0
  • Cells in synth_stat.txt: 1290
  • Cell type with the largest total area: edfxtp_1
  • Portion of synthesized cell area occupied by the leading cell type: 0.713
  • Largest cells by area: edfxtp_1 71%, mux4_2 5.4%, nor2_1 4.7%
  • Cell area after technology mapping: around 22000 sq um
  • Share of synthesized registers carrying an async set or reset: 0.00388
  • Dominant combinational cell family by area after synthesis: multiplexers
  • Synth warnings: 1
  • Gate Count Post-Synth: roughly 1300
  • Post-synthesis share of cell area spent on xor and xnor gates: 0
  • Proportion of synthesized chip area in sequential cells: 0.715

Final timing
  • Slew Limit Headroom: 0.342
  • Setup clock skew after layout: 0.00509 ns
  • Fin. max-slew vios: 0
  • Fin. Hold Viols: 0
  • Count of final setup violators: 0
  • Hold Worst Slack: approximately 0.57 ns
  • Setup repair after global routing missed its margin: false
  • Worst-margin pin slew: between 0.9 and 1 ns
  • Setup TNS: 0 ns

Clock tree
  • Hold-fix buffers, CTS: 0
  • TritonCTS clock tree: built
  • Number of sinks handled by clock tree synthesis: approximately 520
  • Clock-pin slew on the worst setup and hold paths: 0.04 ns
  • Post-CTS setup-driven buffer insertion count: 0
  • Number of gates resized after CTS: 0

Setup path
  • Startpoint type of the worst setup path: input pin
  • Chain of cells forming the critical path: buf_2 -> buf_12 -> nor2b_1 -> a221oi_1 -> a21oi_1 -> a22oi_1 -> o211ai_1 -> a221oi_2
  • Highest net fanout along the worst path: 54
  • Data required time of the critical path: ~4.4 ns
  • Crit path largest cell delay: around 0.8 ns
  • Kind of cell adding the most delay to the critical path: AND-OR/OR-AND gates
  • Worst Path Buf+Inv: 2
  • CP Class: input pin to flop
  • Category of the worst setup path capture point: flop
  • Arrival @ worst endpoint: 3.44 ns
  • Cell with the biggest individual delay on the critical path: nor2b_1

Flow run
  • Tool warning count: 32
  • Number of max-cap violations: 0

Pwr
  • Cell area power density: ~430 nW/um^2
  • Worst supply voltage drop on vdd: about 0.28 mV
  • Lkg Pwr: between 7 and 8 nW

Placed design
  • # port buffers: 23
  • GP Congestion: 0.870
  • Placed wire-length estimate after detailed placement: approximately 31000 microns
  • Post-DP Area: 22700 sq um
  • Number of placed instances with taps included: ~2200

Route
  • Count of vias placed by the detailed router: roughly 12000
  • Count of antenna diodes in the layout: 0
  • Routed WL per cell: ~22 microns
  • Post-detailed-routing wire length: a little over 50000 microns
  • Detailed-routing iteration count for the pre-antenna-repair pass: 5
  • Initial drt markers: slightly above 800
  • Vias per std cell: roughly 5
  • Remaining design rule violation count: 0
  • Antenna Violating Nets Remaining: 0

Layout
  • Non-Filler Cell Area, Final: 24500 sq um
  • Max reg flops: approximately 510
  • Layout cells sized above 1: 0.128
  • Most common library cell in the layout ignoring fill and taps: edfxtp_1
  • Area growth from synthesis to layout: 13.1%
  • Commonest non-fill, non-tap cells in the layout: 514 x edfxtp_1, 271 x nor2_1, 92 x mux2i_1, 56 x clkbuf_16, 52 x mux4_2
  • Final Non-Filler Cells: 2301

Run status
  • Result of the run: finished clean

Min path
  • Type of the tightest min-delay check: flop to flop
## cell families (layout without fill, tap and decap cells)
logic type | Yosys count | count (layout)
multiplexers | 178 | 178
buffers and inverters | 97 | 158
AND-OR/OR-AND | 124 | 124
flip-flops | 516 | 516
AND/OR/NAND/NOR | 375 | 375
## worst paths after layout
kind | slack (ns) | to | startpoint | cells after the start
min in group asynchronous | 0.79 | output_register.doutb_reg[0] | rst_b | 2
worst min-delay path | 0.57 | output_register.doutb_reg[1] | ram_data[1] | 0
worst min register to register | 0.57 | output_register.doutb_reg[1] | ram_data[1] | 0
worst max-delay path | 0.93 | ram_data[1] | addrb[3] | 8
worst max register to register | 1.88 | ram_data[1] | MEM[68][1] | 6
max in group asynchronous | 3.50 | output_register.doutb_reg[1] | rst_b | 2
min in group clk0 | 0.80 | MEM[29][1] | dina[1] | 1
max in group clk0 | 1.53 | MEM[141][0] | addra[0] | 5
## routing by layer
| layer | up-vias | part of all wire | global-route usage |
|---|---|---|---|
| met3 | 95 | 0.16 | 0.109 |
| met2 | 616 | 0.47 | 0.226 |
| met4 | 2 | 0.030 | 0.0363 |
| met5 | - | 0.00026 | 0 |
| li1 | 5127 | - | - |
| met1 | 5733 | 0.34 | 0.168 |
## metrics by stage
step | power [mW] | util | worst slack, ns
finish | 10.5 | 0.343 | 0.928
CTS | 10.6 | 0.343 | 1.01
detailed placement | 6.07 | 0.318 | 0.773
floorplan | 5.86 | - | 1.68
global route | 10.8 | 0.343 | 0.805
global placement | 6.06 | 0.318 | 0.843
## layout make-up
class | count | area, sq um
tap | 950 | 1190
clock buffer | 67 | 1440
fill | 6603 | 47000
sequential | 516 | 15500
clock inverter | 27 | 298
multi-input combinational | 677 | 5480
timing repair buffer | 60 | 576
inverter | 4 | 15.0
## where the power goes
part	internal, mW	switching, mW	leakage [nW]	total, mW
Clock	2.71	1.80	0.850	4.51
Combinational	0.185	0.345	2.10	0.530
Sequential	5.42	0.00748	4.65	5.43
## cells in the mapped netlist (8+ instances only)
library cell    n
a211oi_1        9
a21oi_1        21
a22oi_1         8
buf_2           9
clkbuf_1       52
clkbuf_8        8
edfxtp_1      514
mux2i_1        92
mux4_1         34
mux4_2         52
nand2_1        40
nand3_1        23
nand4_1         9
nor2_1        271
nor2b_1        12
o211ai_1        8
o221ai_1       27
o22ai_1        18
No activity file was given, so power comes from the tool's default toggle rates.
