[design/flow/design.v]
module SP_RAM #(
    parameter RAM_WIDTH = 18,                        
    parameter RAM_DEPTH = 1024,                      
    parameter RAM_PERFORMANCE = "HIGH_PERFORMANCE",  
    parameter INIT_FILE = ""                         
  ) (
    input [clogb2(RAM_DEPTH-1)-1:0] addra,   
    input [RAM_WIDTH-1:0] dina,            
    input clka,                            
    input wea,                             
    input ena,                             
    input rsta,                            
    input regcea,                          
    output [RAM_WIDTH-1:0] douta           
  );
    reg [RAM_WIDTH-1:0] BRAM [RAM_DEPTH-1:0];
    reg [RAM_WIDTH-1:0] ram_data = {RAM_WIDTH{1'b0}};
    generate
      if (INIT_FILE != "") begin: use_init_file
        initial
          $readmemh(INIT_FILE, BRAM, 0, RAM_DEPTH-1);
      end else begin: init_bram_to_zero
        integer ram_index;
        initial
          for (ram_index = 0; ram_index < RAM_DEPTH; ram_index = ram_index + 1)
            BRAM[ram_index] = {RAM_WIDTH{1'b0}};
      end
    endgenerate
    always @(posedge clka)
      if (ena)
        if (wea)
          BRAM[addra] <= dina;
        else
          ram_data <= BRAM[addra];
    generate
      if (RAM_PERFORMANCE == "LOW_LATENCY") begin: no_output_register
         assign douta = ram_data;
      end else begin: output_register
        reg [RAM_WIDTH-1:0] douta_reg = {RAM_WIDTH{1'b0}};
        always @(posedge clka)
          if (rsta)
            douta_reg <= {RAM_WIDTH{1'b0}};
          else if (regcea)
            douta_reg <= ram_data;
        assign douta = douta_reg;
      end
    endgenerate
    function integer clogb2;
      input integer depth;
        for (clogb2=0; depth>0; clogb2=clogb2+1)
          depth = depth >> 1;
    endfunction
  endmodule
[design/flow/run.sh]
#!/bin/bash
# OpenROAD 26Q1-2900-gdf79404cd8, Yosys 0.63+post, stock flow scripts
make -C /OpenROAD-flow-scripts/flow DESIGN_CONFIG=/design/flow/config.mk WORK_HOME=/design/flow/orfs finish
[design/flow/config.mk]
export PLATFORM = sky130hd
export DESIGN_NAME = SP_RAM
export DESIGN_NICKNAME = SP_RAM
export VERILOG_FILES = /design/flow/design.v
export SDC_FILE = /design/flow/constraint.sdc
export NUM_CORES = 4
export LEC_CHECK = 1
export CORE_UTILIZATION = 30
export SYNTH_MEMORY_MAX_BITS = 65536
[design/flow/constraint.sdc]
current_design SP_RAM

set clk_period 65.2
set clk_io_pct 0.2

create_clock -name clk0 -period $clk_period [get_ports {clka}]

set non_clock_inputs [all_inputs -no_clocks]
set_input_delay [expr $clk_period * $clk_io_pct] -clock clk0 $non_clock_inputs
set_output_delay [expr $clk_period * $clk_io_pct] -clock clk0 [all_outputs]
==> run summary <==
Implementation numbers.

- The flow ran to the end, but the final reports show violations.
- The checks that failed: capacitance limit, slew limit.
- The worst hold path stage count is 2.
- The final critical path time including I/O delays and setup is 21.64 ns.
- The cell count listed in synth_stat.txt is 35870.
- The pin count of the biggest net entering global routing is 129.
- The clock sink total is 18470.
- The clock transition at the registers of the reported paths is 0.06 ns.
- The worst setup skew after layout is 0.1203 ns.
- The report puts the cell count of the worst reg-to-reg path at 8.
- The total I/O pin count is 51.
- Of the post-synthesis cell area, the part taken by muxes is 13.83%.
- The violation tally recorded at the end of detailed-routing iteration 0 is 25160.
- The global routing met2 resource utilization is 26.82%.
- Per the synthesis report, the XOR/XNOR share of the synthesized area is 0%.
- In this run, distinct cell masters in the synthesized netlist total 64.
- The post-detailed-placement half-perimeter wirelength is 1309 mm.
- The cell taking the most area after synthesis is edfxtp_1.
- Per the slew report, the remaining headroom to the max-slew limit stands at -19.06%.
- The H-tree generated during clock tree synthesis spans 7 levels.
- Per the synth stats, the proportion of register bits with asynchronous set or reset is 0%.
- The ratio of cells with drive above 1 in the final layout is 18.40%.
- The die outline height is 1.534 mm.
- The leakage power total is 264.0 nW.
- The critical path is of the in2reg type.
- For this run, global-route usage on met1 was measured as 19.17%.
- The routed layout reports a DRC error count of 0.
- The synthesized netlist occupies a cell area of 704100 µm².
- Per the detailed placement report, the placed cell area equals 755700 µm².
- The met3 routing resource usage after global routing is 18.37%.
- The total negative setup slack is 0 ns.
- The post-CTS setup buffer count is 0.
- The worst IR drop on VDD is 0.02848 mV.
- The mean routed wirelength per cell is 30.26 µm.
- The measured slew at the worst slew-check pin is 1.774 ns.
- The area share of the largest cell type after synthesis is 78.69%.
- The flip-flop count of the largest register after layout is 18430.
- The ratio of final minimum period to clock period is 33.19%.
- The most heavily used metal layer in global routing is met2.
- The setup slack after layout is 43.56 ns.
- The total of flip-flops plus latches after synthesis is 18470.
- Across all layers, the routed design uses 360800 vias.
- The first global-routing pass estimated 2950 mm of wire.
- The number of hold buffers added after CTS was 0.
- Per the post-route antenna check, the number of violating nets is 0.
- In this run the clock root is driven by a clkbuf_16.
- For reference, full adder, half adder and majority cells occupy 0% of the area reported after synthesis.
- Setup repair after global routing left no endpoint under its margin.
- Recorded from the global router log, the overflow total was 0.
- The total global-route track usage is 19.08%.
- Power spread over the standard cell area amounts to 29.67 nW/µm².
- Synthesis produced a netlist whose cell count is 35870.
- The routability congestion estimate is 0.8924.
- The number of clock buffers inserted by TritonCTS is 1841.
- The OpenROAD warning count is 68.
- The share of the core area taken by cells at floorplan is 30.08%.
- The tightest min-delay check is of the reg2reg type.
- The detailed router reported a total wirelength of 2140 mm.
- The final report gives the core utilization as 34.65%.
- For this run, the leading register cell type out of synthesis is edfxtp_1.
- The number of global-route vias before repair is 376900.
- The largest family of logic cells by area is multiplexers.
- The maximum buffer depth of the clock tree is 6.
- After synthesis, the cell types taking the most area are edfxtp_1 79%, mux2i_1 9.2%, mux4_2 4.6%.
- The cell-mix breakdown from Yosys lists the simple-gate area share as 2.039%.
- The number of iterations in the first detailed-routing pass is 8.
- Summing the areas of all compound-gate instances in the mapped netlist gives 3.878% of the synthesized area.
- The final instance area is 811000 µm².
- The site row count is 562.
- The quantity of I/O buffers inserted on ports is 50.
- The synthesized netlist has a Yosys-reported chip area of 704100 µm².
- The sequential fraction of the synthesis area is 78.74%.
- The upper clock frequency limit is 46.22 MHz.
- The standard cell core area is 2341000 µm².
- Averaged over all synthesized cells, the footprint is 19.63 µm².
- The area enclosed by the die boundary is 2353000 µm².
- The max-capacitance violation count is 4.
- The mean number of vias per cell is 5.100.
- The final-report max-slew violation count is 25.
- The critical path arrival is 22.67 ns.
- The final number of hold-violating endpoints is 0.
- The kind of end point of the critical path is a register.
- The warning tally printed by Yosys for this design is 1.
- At the later pin of the worst-skew pair, clock insertion delay measures 1.40 ns.
- Relative to the synthesized area, the layout overhead comes to 15.19%.
- The initial antenna violation count is 151.
- The sort of element at the start of the critical path is an input port.
- The report shows a maximum critical-path fanout of 61.
- The number of synthesized flops with an enable pin is 18450.
- Post-CTS repair ended up resizing 0 cells.
- The number of failing setup endpoints in the final timing report is 0.
- The overall die width is 1.534 mm.
- TritonCTS built the clock tree.
- The critical path endpoint has a required time of 66.23 ns.
- Prior to clock tree synthesis, the placed netlist has a worst setup slack of 42.44 ns.
per-stage QoR:
step	power [W]	instances	hold WS, ns
6_report	0.02407	70730	0.4940
5_1_grt	0.02467	70620	0.5189
4_1_cts	0.02417	70510	0.5022
3_5_place_dp	0.01441	67280	0.4858
3_3_place_gp	0.01441	67270	0.4795
2_1_floorplan	0.01383	35870	0.4365
Yosys cell counts, types with 18 or more instances:
cell       instances
edfxtp_1       18450
mux2i_1         6456
o22ai_1         2882
nor2_1          1442
mux4_2          1438
buf_2            990
clkbuf_1         785
a22oi_1          604
nor4_1           583
nand2_1          449
o21ai_0          224
buf_4            208
nand3_1          186
nor3_1           164
buf_1            157
nand4_1          126
a31oi_1          119
o2111ai_1        105
o211ai_1          95
a221oi_1          57
buf_6             50
a21oi_1           45
or4_1             42
mux2_2            35
a2111oi_0         31
nand2b_1          21
dfxtp_1           18
worst max-delay path, cell delays in order:
cell and delay (ns):
buf_16 0.20, buf_4 0.60, buf_4 0.62, buf_12 0.40, buf_4 0.51, buf_4 0.67
buf_4 0.50, buf_4 0.52, buf_4 0.61, buf_4 0.68, mux2i_1 0.27, o22ai_1 0.09
nor3_1 0.20, nand4_1 0.11, nand3_1 0.61, nand4_1 0.81, nor3_2 1.22, nand2_1 0.43
where the power goes:
part	switching, W	internal, W
clock network	0.00437	0.00552
registers	0.00000279	0.0131
logic	0.000790	0.000320
total	0.00516	0.0189
area by class of cell:
type                             count  area [µm²]
Clock inverter                     966        6670
Tap cell                         31020       38810
Fill cell                       214400     1530000
Antenna cell                       223       558.0
Inverter                             4       25.02
Clock buffer                      2265       48060
Sequential cell                  18470      554400
Multi-Input combinational cell   15210      142100
Timing Repair Buffer              2580       20420
worst paths after layout:
| kind | from | to | slack [ns] |
|---|---|---|---|
| setup / recovery | addra[1] | ram_data[16] | 43.56 |
| hold / removal | output_register.douta_reg[7] | output_register.douta_reg[7] | 0.49 |
| setup reg to reg | BRAM[274][12] | ram_data[12] | 59.82 |
| hold reg to reg | output_register.douta_reg[7] | output_register.douta_reg[7] | 0.49 |
kinds of logic (layout without fill, tap and decap cells):
family / Yosys count / after routing
simple gates: 3087 / 3087
flops: 18470 / 18470
other cells: 0 / 223
compound gates: 4191 / 4191
buf+inv: 2196 / 5815
mux: 7929 / 7929
per-layer routing:
metal	vias to the layer above	routed length [µm]	share of wire, %
met4	238	99840	4.7
met5	-	8131	0.38
met1	180400	643000	30
met3	4119	454400	21
met2	23300	934900	44
li1	152600	-	-
placed cells by master (no fill, tap or decap), drive strengths merged, types with 13 or more instances in the layout:
cell               n
dfxtp             18
inv               28
nand2b            21
a221oi            57
nand2            449
bufinv            87
nor3             164
clkinvlp          25
clkinv           830
buf             2555
a21oi             45
mux2i           6456
mux4            1438
mux2              35
clkdlybuf4s50     25
clkbuf          2265
nor2            1442
nand3            186
o22ai           2882
o211ai            95
and4              13
diode            223
nor4             584
nand4            127
o2111ai          105
a2111oi           31
o21ai            225
a22oi            604
or4               42
edfxtp         18450
a31oi            119
Power is estimated from default activity; no workload was simulated.
