==> design/flow/design.v <==
 module TDP_RAM #(
    parameter RAM_TYPE                  = "BRAM"    , 
    parameter DATA_W                    = 2        ,
    parameter RAM_DEPTH                 = 256        ,      
    parameter DEPTH_W                   = clogb2(RAM_DEPTH)-1,
    parameter LATENCY                   = "NORMAL",
    parameter INIT_FILE                 = "" 
) (
    input wire                          clk ,
    input                               rst,
    input wire                          wea ,
    input wire                          reb ,
    input wire [DEPTH_W-1       :   0]  addra,
    input wire [DEPTH_W-1       :   0]  addrb,
    input wire [DATA_W-1        :   0]  dina,
    output     [DATA_W-1        :   0]  doutb
);
    localparam RAM_STYLE = (RAM_TYPE == "BRAM") ? "block" : 
                           (RAM_TYPE == "DRAM") ? "distributed" : "";
    (* ram_style = RAM_STYLE *) reg [DATA_W-1:0] MEM [RAM_DEPTH-1:0];
    reg      [DATA_W-1        :   0]  ram_data;
    always @(posedge clk) begin
        if (wea)
            MEM[addra] <= dina;
        if (reb)
            ram_data <= MEM[addrb];
    end
    generate
        if (LATENCY == "LOW_LATENCY") begin: no_output_register
        assign doutb = ram_data;
    end else begin: output_register
        reg [DATA_W-1:0] doutb_reg = {DATA_W{1'b0}};
        always @(posedge clk or posedge rst)
            if (rst)
                doutb_reg <= {DATA_W{1'b0}};
            else
                doutb_reg <= ram_data;
        assign doutb = doutb_reg;
    end
    endgenerate
    generate
        if (INIT_FILE != "") begin: use_init_file
        initial
            $readmemh(INIT_FILE, BRAM, 0, RAM_DEPTH-1);
        end else begin: init_bram_to_zero
            integer ram_index;
            initial
            for (ram_index = 0; ram_index < RAM_DEPTH; ram_index = ram_index + 1)
            MEM[ram_index] = {DATA_W{1'b0}};
        end
    endgenerate
    function integer clogb2;
    input integer depth;
      for (clogb2=0; depth>0; clogb2=clogb2+1)
        depth = depth >> 1;
  endfunction
endmodule
==> design/flow/run.sh <==
#!/bin/bash
# OpenROAD 26Q1-2900-gdf79404cd8, Yosys 0.63+post, stock flow scripts
make -C /OpenROAD-flow-scripts/flow DESIGN_CONFIG=/design/flow/config.mk WORK_HOME=/design/flow/orfs finish
==> design/flow/config.mk <==
export PLATFORM = sky130hd
export DESIGN_NAME = TDP_RAM
export DESIGN_NICKNAME = TDP_RAM
export VERILOG_FILES = /design/flow/design.v
export SDC_FILE = /design/flow/constraint.sdc
export NUM_CORES = 4
export LEC_CHECK = 1
export CORE_UTILIZATION = 50
==> design/flow/constraint.sdc <==
current_design TDP_RAM

set clk_period 3.3
set clk_io_pct 0.2

create_clock -name clk0 -period $clk_period [get_ports {clk}]

set non_clock_inputs [all_inputs -no_clocks]
set_input_delay [expr $clk_period * $clk_io_pct] -clock clk0 $non_clock_inputs
set_output_delay [expr $clk_period * $clk_io_pct] -clock clk0 [all_outputs]
==> summary.rpt <==
PHYSICAL IMPLEMENTATION REPORT
----------------------------------------------------
[Outcome]
  Status ........................ complete, no violations

[Clock tree]
  H-tree levels ........................ 2
  TritonCTS clock tree ........................ built
  Largest buffer count on any clock path ........................ 3
  Number of buffers inserted during clock tree synthesis ........................ 53
  Root buf cell ........................ sky130_fd_sc_hd__clkbuf_16
  Clock latency at the later pin of the worst-skew pair ........................ 0.61 ns
  CTS clk-pin slew, worst paths ........................ 0.06 ns
  Post-CTS Repair Setup Buffers ........................ 0
  Post-cts resize count ........................ 0
  CTS Hold Buffers Added ........................ 0
  Clock Sink Count ........................ 516

[Timing]
  Setup-failing EPs final ........................ 0
  Normalized max-slew margin ........................ 49.0%
  Setup TNS after final layout ........................ 0 ns
  Actual slew at the worst max-slew pin ........................ 0.765 ns
  Max Transition Viols Final ........................ 0
  Period minus WS final ........................ 2.63 ns
  Setup slack after layout ........................ 0.670 ns
  Clock Skews ........................ 0.0148 ns
  Highest clock rate ........................ 380 MHz
  Final hold violation count ........................ 0
  Period Utilization, post-route ........................ 79.7%
  Final Hold Slack ........................ 0.205 ns
  Setup repair after global routing missed its margin ........................ no

[Logic synthesis]
  Area share, top type ........................ 71.3%
  Synth Cell Area ........................ 21,700 um2
  Most common flop cell mapped by yosys ........................ sky130_fd_sc_hd__edfxtp_1
  Cell area leaders ........................ sky130_fd_sc_hd__edfxtp_1 71%, sky130_fd_sc_hd__mux4_2 5.4%, sky130_fd_sc_hd__nor2_1 4.7%
  Flops & latches, synth ........................ 516
  Synthesis area per yosys ........................ 21,700 um2
  Distinct cell type count after synthesis ........................ 46
  Post-synth seq share ........................ 71.5%
  Synthesized netlist cell count ........................ 1,290
  Most frequent cells after synthesis ........................ 514 x sky130_fd_sc_hd__edfxtp_1, 271 x sky130_fd_sc_hd__nor2_1, 92 x sky130_fd_sc_hd__mux2i_1, 52 x sky130_fd_sc_hd__clkbuf_1, 52 x sky130_fd_sc_hd__mux4_2
  Number of synthesized flops with an enable pin ........................ 514
  Cell type with the highest aggregate area in the netlist ........................ sky130_fd_sc_hd__edfxtp_1
  Synth Area per Inst ........................ 16.8 um2
  Synth top cell by count ........................ sky130_fd_sc_hd__edfxtp_1
  Yosys Instances ........................ 1,290
  Synth warn ........................ 1
  Async set or reset register ratio after synthesis ........................ 0.388%

[Final layout]
  Post-route standard cell area excluding fillers ........................ 24,300 um2
  Flop area ........................ 15,500 um2
  Fraction of final layout cells with drive strength greater than 1 ........................ 15.5%
  Non-filler cells in the finished layout ........................ 1,968
  Max FFs per register ........................ 512
  FILL cells ........................ 3,221
  Comb gate area ........................ 5480 um2
  Layout overhead on the synthesized area ........................ 12.1%

[Hold path]
  Min-delay worst type ........................ input pin to async pin

[Worst setup path]
  Cell count of the worst reg-to-reg path ........................ 4
  Endpoint of the worst register-to-register path ........................ ram_data[1]$_DFFE_PP_
  Critical path class ........................ input pin to flip-flop
  Data arrival, critical path ........................ 2.95 ns
  CP Launch Point ........................ addrb[1]
  R2r startpoint ........................ MEM[201][1]$_DFFE_PP_
  Kind of capture point of the worst setup path ........................ flip-flop
  R2R setup slack ........................ 1.12 ns
  Maximum net fanout on the critical path ........................ 16
  Endpoint required time on the critical path ........................ 3.62 ns
  Capturing element of the worst setup path ........................ ram_data[1]$_DFFE_PP_
  Type of element launching the critical path ........................ input pin

[Routing]
  DRT Pass-1 Iters ........................ 4
  DRC violation count after routing ........................ 0
  Detailed-route via count ........................ 11,700
  Final WL ........................ 50.4 mm
  Ratio of routed vias to standard cells ........................ 5.93
  Mean routed wirelength per cell ........................ 25.6 um
  Ant diodes ........................ 0
  Violation tally from detailed-route iteration zero ........................ 802
  Count of antenna-violating nets left after detailed routing ........................ 0

[Global route]
  Maximum number of pins on one net before global-route repair ........................ 92
  Total congestion overflow after global routing ........................ 0
  First-pass GRT wire length ........................ 76.1 mm
  Global router's overall resource usage ........................ 26.6%
  Initial antenna violation count ........................ 2
  Number of global-route vias before repair ........................ 12,300

[Placed design]
  Cell area after placement ........................ 22,600 um2
  Cell count after placement ........................ 1,871
  HPWL after DPL ........................ 32.0 mm
  Count of port buffers added during placement ........................ 23
  Placer's final routability congestion estimate ........................ 0.900
  Setup WS pre-CTS ........................ 0.0527 ns

[Die]
  Height of the chip ........................ 210 um
  Core ar. ........................ 42,300 um2
  DIE AREA ........................ 44,200 um2
  I/O pin count ........................ 24
  Chip Width ........................ 210 um
  Floorplan row count ........................ 75
  Initial core utilization ........................ 51.2%

[Job]
  Reported max-cap violation count ........................ 0
  Number of warnings in the stage logs ........................ 25

[Power and ir drop]
  Static leakage ........................ 7.76 nW
  Peak supply drop ........................ 0.449 mV
  Power density over the cells ........................ 567 nW/um2

----------------------------------------------------
per-stage QoR:
step | power [mW] | util [%]
CTS | 13.8 | 57.4
detailed placement | 8.11 | 53.4
finish | 13.8 | 57.4
global placement | 8.11 | 53.4
floorplan | 7.81 | -
global route | 14.1 | 57.4
worst min-delay path by stage:
stage	to	slack, ns
after global routing	output_register.doutb_reg[1]$_DFF_PP0_	0.20
final	output_register.doutb_reg[1]$_DFF_PP0_	0.20
after CTS	output_register.doutb_reg[1]$_DFF_PP0_	0.18
power by group:
part / internal [mW] / total [mW] / switching, mW
sequential: 7.23 / 7.23 / 0.00657
combinational: 0.269 / 0.737 / 0.468
clock: 3.37 / 5.78 / 2.41
total: 10.9 / 13.8 / 2.88
area by class of cell:
type / count / area share [%]
sequential: 516 / 63.8
multi-input combinational: 677 / 22.6
clock buffer: 68 / 5.90
timing repair buffer: 97 / 3.62
tap: 577 / 2.97
clock inverter: 29 / 1.06
inverter: 4 / 0.0619
kinds of logic after synthesis:
family                 after synthesis  share of synthesized area, %
multiplexers                       178                          13.8
buffers and inverters               97                          3.19
AND-OR/OR-AND                      124                          4.38
AND/OR/NAND/NOR                    375                          7.16
flip-flops                         516                          71.5
cells in the final DEF (no fill, tap or decap), types with 5 or more instances in the layout:
cell                              netlist  layout
sky130_fd_sc_hd__edfxtp_1             514     514
sky130_fd_sc_hd__nor2_1               271     271
sky130_fd_sc_hd__mux2i_1               92      92
sky130_fd_sc_hd__buf_4                  2      66
sky130_fd_sc_hd__clkbuf_16              0      53
sky130_fd_sc_hd__mux4_2                52      52
sky130_fd_sc_hd__nand2_1               40      40
sky130_fd_sc_hd__mux4_1                34      34
sky130_fd_sc_hd__o221ai_1              27      27
sky130_fd_sc_hd__nand3_1               23      23
sky130_fd_sc_hd__a21oi_1               21      21
sky130_fd_sc_hd__o22ai_1               18      18
sky130_fd_sc_hd__clkdlybuf4s50_1        0      17
sky130_fd_sc_hd__clkinv_1               1      12
sky130_fd_sc_hd__nor2b_1               12      12
sky130_fd_sc_hd__clkbuf_1              52      10
sky130_fd_sc_hd__clkinv_2               0      10
sky130_fd_sc_hd__a211oi_1               9       9
sky130_fd_sc_hd__nand4_1                9       9
sky130_fd_sc_hd__a22oi_1                8       8
sky130_fd_sc_hd__o211ai_1               8       8
sky130_fd_sc_hd__buf_12                 7       8
sky130_fd_sc_hd__a31oi_1                6       6
sky130_fd_sc_hd__nand3b_1               5       5
sky130_fd_sc_hd__a221oi_1               5       5
sky130_fd_sc_hd__a221oi_2               5       5
sky130_fd_sc_hd__clkbuf_8               8       5
critical path, cell delays in order:
cell and delay (ns):
sky130_fd_sc_hd__buf_2 0.27, sky130_fd_sc_hd__buf_4 0.28, sky130_fd_sc_hd__nand2b_1 0.60, sky130_fd_sc_hd__o221ai_1 0.27, sky130_fd_sc_hd__o22ai_1 0.21, sky130_fd_sc_hd__a211oi_1 0.07, sky130_fd_sc_hd__a21oi_1 0.44, sky130_fd_sc_hd__a221oi_2 0.14
layer usage:
| metal | global-route usage [%] | up-vias | wire length (um) |
|---|---|---|---|
| met5 | 1.11 | - | 94 |
| met4 | 6.04 | 6 | 1470 |
| met3 | 15.0 | 105 | 6480 |
| met2 | 38.4 | 545 | 23800 |
| met1 | 39.2 | 5814 | 18500 |
| li1 | - | 5195 | - |
No activity file was given, so power comes from the tool's default toggle rates.
